<file path="./constraint.sdc">
current_design Instruction_Memory

set clk_period 2.8
set clk_io_pct 0.2

create_clock -name clk0 -period $clk_period [get_ports {clk}]

set non_clock_inputs [all_inputs -no_clocks]
set_input_delay [expr $clk_period * $clk_io_pct] -clock clk0 $non_clock_inputs
set_output_delay [expr $clk_period * $clk_io_pct] -clock clk0 [all_outputs]
</file>
<file path="./design.v">
module Instruction_Memory#(
    parameter ADDR_WIDTH = 32,
    parameter MEM_SIZE = 64
) (
    input                           clk,
    input                           rst_n,
    input   [ADDR_WIDTH - 1 : 0]    raddr,
    output  [ADDR_WIDTH - 1 : 0]    im_o
);
logic [ADDR_WIDTH - 1 : 0] i_mem [0 : MEM_SIZE - 1];
always @(posedge clk or negedge rst_n) begin
    if (!rst_n) begin
        for (int i = 0; i < MEM_SIZE; i++) begin
            i_mem[i] <= 'b0;
        end
    end else begin
        i_mem[0] = 32'b0;
        i_mem[4] = 32'b000000_11001_10000_000_01101_0110011;
        i_mem[8] = 32'b000000_00011_00010_111_00001_0110011;
        i_mem[12] = 32'b000000000011_10101_000_10110_0010011;
        i_mem[16] = 32'b0100000_00100_01000_000_00111_0110011;
        i_mem[20] = 32'b000000001111_00101_010_01000_0000011;
        i_mem[24] = 32'b0000000_01110_00110_010_01010_0100011;
        i_mem[28] = 32'h00948663;
    end
end
assign im_o = i_mem[raddr];
endmodule
</file>
<file path="./run.sh">
#!/bin/bash
# OpenROAD 26Q1-2900-gdf79404cd8, Yosys 0.63+post, stock flow scripts
make -C /OpenROAD-flow-scripts/flow DESIGN_CONFIG=/design/flow/config.mk WORK_HOME=/design/flow/orfs finish
</file>
<file path="./config.mk">
export PLATFORM = sky130hd
export DESIGN_NAME = Instruction_Memory
export DESIGN_NICKNAME = Instruction_Memory
export VERILOG_FILES = /design/flow/design.v
export SDC_FILE = /design/flow/constraint.sdc
export NUM_CORES = 4
export LEC_CHECK = 1
export CORE_AREA = 10 10 70 70
export DIE_AREA = 0 0 80 80
</file>
==> flow_summary.ini <==
; yosys + openroad results
[synth]
ys_seq_elements = 1
synth_cell_types = 20
syn_area_um2 = 389
yosys_area_um2 = 389
topCellsByArea = buf_4 21%, nor2_1 12%, a21oi_1 7.7%, nand2_1 7.7%, dfrtp_1 6.4%
ys_cells = 64
syn_inst = 64
ys_seq_share_pct = 6.43
yosys.area.top_type = buf_4
yosysTopAreaCellShare_pct = 21.2
syn_avg_cell_area_um2 = 6.08
ys_warn_count = 2

[final_layout]
layout-drive-gt1-share_pct = 15.1
fillers = 396
largest_registers = i_mem: 1 flops
regMostFlops = i_mem
finish.instance_area_um2 = 751
largest_reg_flops = 1
syn_to_final_growth_pct = 92.9

[placed_design]
place.gp.congestion = 0.691
postPlaceCellArea_um2 = 702
dp_hpwl_mm = 1.23
place_ws_ns = -0.144
portBuffers = 31

[min_path]
holdCritPathClass = input pin to async pin

[sta]
hold_viol = 0
drv_slew = 0
hold_ws_ns = 0.710
max_freq_mhz = 368
setup_slack_ns = 0.0845
layout_min_cycle_time_ns = 2.72
grt_setup_unrepaired = yes
fin_crit_sh_pct = 97.0
finalSetupTns_ns = 0
setup_viol = 0

[critical_path]
worstPathRequired_ns = 2.24
path_class = input pin to primary output
start_kind = input pin
cp-end-kind = primary output
cp.arrival_ns = 2.16
critPathMaxFanout = 6

[drt]
wl_per_cell_um = 12.1
insertedDiodeCount = 0
drc = 0
drt_pass1_iterations = 3
viasPerCell = 3.42
ant_nets = 0
drtIter0Drc = 5
routed_wl_mm = 1.68
dr_total_vias = 476

[power_and_ir_drop]
clockPowerShare_pct = 0
combPwrFrac_pct = 77.9
p_leak_uw = 0.000270
power_density_nw_per_um2 = 98.0
p_switching_uw = 27.9
swShare_pct = 38.0
power_uw = 73.6
ir_drop_mv = 0.0810
p_seq_share_pct = 22.1
intPower_uw = 45.6

[floorplanning]
floorplan.core_util_pct = 11.4
rows = 21
die-area_um2 = 6400
coreArea_um2 = 3420
ios = 66
die_h_um = 80
die_w_um = 80

[global_routing]
use_met2_pct = 7.70
grt.met1_usage_pct = 6.88
grt_pass1_vias = 495
antenna_found_initial = 0
grt_use_total_pct = 5.06
grt_max_degree = 16
grt_pass1_wl_mm = 2.62
grt_overflow_total = 0
busiest_layer = met2
use_met3_pct = 2.16

[run_status]
status = completed

[cts]
ctsHoldBuffers = 0
cts.clk_slew.worst_paths_ns = 0

[job]
warnings = 55
cap_violations = 0
metal layers:
layer  vias to the layer above  routed length (um)  part of all wire [%]
met1                       206                 760                    45
li1                        247                   -                     -
met5                         -                   0                     0
met4                         0                   0                     0
met3                         0                 211                    13
met2                        23                 705                    42
through the flow:
stage,std cells,util (%)
5_1_grt,139,22.0
3_5_place_dp,136,20.5
4_1_cts,137,21.3
2_1_floorplan,71,-
6_report,139,22.0
3_3_place_gp,136,20.5
worst max-delay path, stage by stage:
cell	delay, ns
dlygate4sd2_1	0.28
or4b_4	0.62
nor3_2	0.19
clkdlybuf4s50_1	0.50
power by group through the flow:
stage     clock network, uW  logic [uW]  registers [uW]
6_report                  0        57.3            16.2
5_1_grt                   0        64.0            16.2
4_1_cts                   0        55.9            16.2
cells in the mapped netlist:
master and number:
or4b_4 1, nor3_2 1, o21a_1 1, buf_6 1
nor4b_1 1, nand3b_1 1, buf_4 11, conb_1 2
dfrtp_1 1, a21oi_1 6, buf_2 2, clkbuf_1 2
nor2b_1 2, nor2_1 12, xnor2_1 1, nor3b_2 1
xor2_1 1, nand2_1 8, nor3_1 5, nand2b_1 4
cell usage in the layout, fill, tap and decap left out, types with 2 or more instances in the layout:
cell	synthesis	final
dlygate4sd2_1	0	3
nor2_1	12	12
nor3_1	5	3
nor3_2	1	3
nor2b_1	2	2
nand2b_1	4	4
a21oi_1	6	5
conb_1	2	9
clkdlybuf4s50_1	0	28
or4b_4	1	2
buf_4	11	5
nand2_1	8	8
kinds of logic (layout without fill, tap and decap cells):
family	Yosys count	after routing	synth area share [%]
flip-flops	1	1	6.43
buffers and inverters	16	37	28.6
AND-OR/OR-AND	7	7	9.65
other	2	9	1.93
XOR/XNOR	2	2	4.50
AND/OR/NAND/NOR	36	37	48.9
path summary, 6_finish.rpt:
check                              from  cells past startpoint           end  slack, ns
min                               rst_n                      1  i_mem[12][0]       0.71
min in group clk0          i_mem[12][0]                      3       im_o[8]       1.64
max in group asynchronous         rst_n                      1  i_mem[12][0]       1.99
max                            raddr[0]                      4       im_o[4]       0.08
timing repair:
item                                   CTS  global route
gates resized                            7             2
setup buffers                            0             2
cloned                                   1             0
pin swaps                                1             0
setup endpoints to repair               21             3
endpoints found under the hold margin    0             0
final cells by class:
type / count / area (um2) / share of cell area [%]
timing repair buffer: 37 / 355 / 47.3
multi-input combinational: 55 / 313 / 41.7
tap: 46 / 57.6 / 7.67
sequential: 1 / 25.0 / 3.33
Power and IR drop assume default switching activity.
