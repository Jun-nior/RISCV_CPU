==> /design/flow/design.v <==
module ALU #(
) (
    input           [31:0]  in1,
    input           [31:0]  in2,
    input           [3:0]   control_i,
    output signed   [31:0]  ALU_o,
    output                  zero
);
logic   [31:0]  ALU_o_reg;
logic           zero_reg;
always @(control_i or in1 or in2) begin
    case (control_i)
        4'b0000: begin
            ALU_o_reg = in1 & in2;
            zero_reg = 0;
        end
        4'b0001: begin
            ALU_o_reg = in1 | in2;
            zero_reg = 0;
        end
        4'b0010: begin
            ALU_o_reg = in1 + in2;
            zero_reg = 0;
        end
        4'b0110: begin
            ALU_o_reg = in1 - in2;
            zero_reg = (in1 == in2) ? 1 : 0;
        end
        4'b0100: begin
            ALU_o_reg = in1 ^ in2;
            zero_reg = 0;
        end
        default: begin
            zero_reg = 0;
            ALU_o_reg = 0;
        end
    endcase
end
assign ALU_o = ALU_o_reg;
assign zero = zero_reg;
endmodule
module ALU_Control #(
) (
    input   [1:0]   ALUOp,
    input           func7,
    input   [2:0]   func3,
    output  [3:0]   control_o
);
logic [3:0] control_o_reg;
always_comb begin
    case (ALUOp)
        2'b00: begin
            case (func3)
                3'b000: control_o_reg = 4'b0010;  
                3'b110: control_o_reg = 4'b0001;  
                3'b100: control_o_reg = 4'b0100;  
                3'b111: control_o_reg = 4'b0000;
                default: control_o_reg = 4'bxxxx;
            endcase
        end
        2'b01: control_o_reg = 4'b0110;  
        2'b10: begin
            case ({func7, func3})
                4'b0_000: control_o_reg = 4'b0010;  
                4'b1_000: control_o_reg = 4'b0110;  
                4'b0_111: control_o_reg = 4'b0000;  
                4'b0_110: control_o_reg = 4'b0001;  
                4'b0_100: control_o_reg = 4'b0100;  
                default:  control_o_reg = 4'bxxxx;
            endcase
        end
        default: control_o_reg = 4'bxxxx;
    endcase
end
assign control_o = control_o_reg;
endmodule
module AND (
    input [2:0] func3,  
    input       jump,   
    input       branch,
    input       zero,
    output      and_o
);
assign and_o =  (func3 == 3'b000 & !jump) ? (branch & zero) :    
                (func3 == 3'b001 & !jump) ? (branch & !zero) :   
                (jump) ? 1'b1 : 1'b0;                            
endmodule
module Adder #(
    parameter ADDR_WIDTH = 32
) (
    input   [ADDR_WIDTH - 1 : 0]    in1,
    input   [ADDR_WIDTH - 1 : 0]    in2,
    output  [ADDR_WIDTH - 1 : 0]    adder_o
);
assign adder_o = in1 + in2;
endmodule
module AdderPC#(
    parameter ADDR_WIDTH = 32
) (
    input [ADDR_WIDTH - 1 : 0] PC_o,
    output [ADDR_WIDTH - 1 : 0] adder_o
);
assign adder_o = PC_o + 4;
endmodule
module CPU_Top #(
    parameter ADDR_WIDTH = 32,
    parameter DAT_WIDTH = 32
) (
    input   clk,
    input   rst_n,
    output  [ADDR_WIDTH - 1 : 0]    im_PC_o,
    output  [ADDR_WIDTH - 1 : 0]    im_next_PC_o,
    input   [ADDR_WIDTH - 1 : 0]    im_wdata_i,
    output  [4 : 0]                 rs1_o,
    output  [4 : 0]                 rs2_o,
    output  [4 : 0]                 rd_o,
    output  [ADDR_WIDTH - 1 : 0]    ALU_o,
    output  [ADDR_WIDTH - 1 : 0]    memory_data_o,
    output  [ADDR_WIDTH - 1 : 0]    store_data_o
);
logic   [ADDR_WIDTH - 1 : 0]    PC_top;
logic   [ADDR_WIDTH - 1 : 0]    im_top;
logic   [ADDR_WIDTH - 1 : 0]    ImmExt_top;
logic   [ADDR_WIDTH - 1 : 0]    adder1_o_top;
logic   [ADDR_WIDTH - 1 : 0]    adder2_o_top;
logic   [ADDR_WIDTH - 1 : 0]    ALU_o_top;
logic   [DAT_WIDTH - 1 : 0]     rdata1_top;
logic   [DAT_WIDTH - 1 : 0]     rdata2_top;
logic   [DAT_WIDTH - 1 : 0]     mux_o_ALU_top;
logic   [DAT_WIDTH - 1 : 0]     mux_o_PC_top;
logic   [DAT_WIDTH - 1 : 0]     rdata_mem_top;
logic   [DAT_WIDTH - 1 : 0]     mem_mux_data_o;
logic                           RegWrite_top;
logic                           ALUSrc_top;
logic                           zero_top;
logic                           and_o_top;
logic                           Branch_top;
logic                           MemRead_top;
logic                           MemWrite_top;
logic   [1:0]                   MemtoReg_top;
logic                           Jump_top;
logic   [1:0]                   ALUOp_top;
logic   [3:0]                   control_o_top;
Program_Counter PC (
    .clk(clk),
    .rst_n(rst_n),
    .PC_i(mux_o_PC_top),
    .PC_o(PC_top)
);
AdderPC Add1 (
    .PC_o(PC_top),
    .adder_o(adder1_o_top)
);
assign im_PC_o = PC_top;
assign im_next_PC_o = mux_o_PC_top;  
assign im_top = im_wdata_i;
Register_File Registers (
    .clk(clk),
    .rst_n(rst_n),
    .rs1(im_top[19:15]),
    .rs2(im_top[24:20]),
    .rd(im_top[11:7]),
    .RegWrite(RegWrite_top),
    .wdata(mem_mux_data_o),
    .rdata1(rdata1_top),
    .rdata2(rdata2_top)
);
assign store_data_o = rdata2_top;
assign rs1_o    = im_top[19:15];
assign rs2_o    = im_top[24:20];
assign rd_o     = im_top[11:7];
Immediate_Generator ImmGen (
    .instruction(im_top),
    .opcode(im_top[6:0]),
    .ImmExt(ImmExt_top)
);
Control_Unit Control(
    .instruction(im_top[6:0]),
    .Branch(Branch_top),
    .MemRead(MemRead_top),
    .MemtoReg(MemtoReg_top[0]),
    .ALUOp(ALUOp_top),
    .MemWrite(MemWrite_top),
    .ALUSrc(ALUSrc_top),
    .RegWrite(RegWrite_top),
    .Jump(MemtoReg_top[1])
);
ALU_Control ALU_Control(
    .ALUOp(ALUOp_top),
    .func7(im_top[30]),
    .func3(im_top[14:12]),
    .control_o(control_o_top)
);
ALU ALU(
    .in1(rdata1_top),
    .in2(mux_o_ALU_top),
    .control_i(control_o_top),
    .ALU_o(ALU_o_top),
    .zero(zero_top)
);
assign ALU_o = ALU_o_top;
assign memory_data_o = mem_mux_data_o;
Mux ALU_mux (
    .sel(ALUSrc_top),
    .a(rdata2_top),
    .b(ImmExt_top),
    .mux_o(mux_o_ALU_top)
);
Adder Add2 (
    .in1(PC_top),
    .in2(ImmExt_top),
    .adder_o(adder2_o_top)
);
AND AND (
    .func3(im_top[14:12]),
    .jump(MemtoReg_top[1]),
    .branch(Branch_top),
    .zero(zero_top),
    .and_o(and_o_top)
);
Mux Adder_mux (
    .sel(and_o_top),
    .a(adder1_o_top),
    .b(adder2_o_top),
    .mux_o(mux_o_PC_top)
);
Data_Memory Data_Memory (
    .clk(clk),
    .rst_n(rst_n),
    .addr(ALU_o_top),
    .wdata(rdata2_top),
    .MemWrite(MemWrite_top),
    .MemRead(MemRead_top),
    .rdata(rdata_mem_top)
);
Mem_Mux Memory_mux (
    .sel(MemtoReg_top),
    .a(ALU_o_top),
    .b(rdata_mem_top),
    .c(adder1_o_top),
    .mux_o(mem_mux_data_o)
);
endmodule
module Control_Unit#(
) (
    input  [6:0] instruction,
    output       Branch,
    output       MemRead,
    output       MemtoReg,
    output [1:0] ALUOp,
    output       MemWrite,
    output       ALUSrc,
    output       RegWrite,
    output       Jump            
);
logic        Branch_reg;
logic        MemRead_reg;
logic        MemtoReg_reg;
logic [1:0]  ALUOp_reg;
logic        MemWrite_reg;
logic        ALUSrc_reg;
logic        RegWrite_reg;
logic        Jump_reg;  
always_comb begin
    case (instruction)
        7'b0110011: begin
            {ALUSrc_reg, MemtoReg_reg, RegWrite_reg, MemRead_reg, MemWrite_reg, Branch_reg, ALUOp_reg[1], ALUOp_reg[0], Jump_reg} = 9'b001000100;
        end
        7'b0010011: begin
            {ALUSrc_reg, MemtoReg_reg, RegWrite_reg, MemRead_reg, MemWrite_reg, Branch_reg, ALUOp_reg[1], ALUOp_reg[0], Jump_reg} = 9'b101000000;
        end
        7'b0000011: begin
            {ALUSrc_reg, MemtoReg_reg, RegWrite_reg, MemRead_reg, MemWrite_reg, Branch_reg, ALUOp_reg[1], ALUOp_reg[0], Jump_reg} = 9'b111100000;
        end
        7'b0100011: begin
            {ALUSrc_reg, MemtoReg_reg, RegWrite_reg, MemRead_reg, MemWrite_reg, Branch_reg, ALUOp_reg[1], ALUOp_reg[0], Jump_reg} = 9'b100010000;
        end
        7'b1100011: begin
            {ALUSrc_reg, MemtoReg_reg, RegWrite_reg, MemRead_reg, MemWrite_reg, Branch_reg, ALUOp_reg[1], ALUOp_reg[0], Jump_reg} = 9'b000001010;
        end
        7'b1101111: begin
            {ALUSrc_reg, MemtoReg_reg, RegWrite_reg, MemRead_reg, MemWrite_reg, Branch_reg, ALUOp_reg[1], ALUOp_reg[0], Jump_reg} = 9'b001000001;
        end
        default: begin
            {ALUSrc_reg, MemtoReg_reg, RegWrite_reg, MemRead_reg, MemWrite_reg, Branch_reg, ALUOp_reg[1], ALUOp_reg[0], Jump_reg} = 9'b0;
        end
    endcase
end
assign Branch   = Branch_reg;
assign MemRead  = MemRead_reg;
assign MemtoReg = MemtoReg_reg;
assign ALUOp    = ALUOp_reg;
assign MemWrite = MemWrite_reg;
assign ALUSrc   = ALUSrc_reg;
assign RegWrite = RegWrite_reg;
assign Jump     = Jump_reg;
endmodule
module Data_Memory #(
    parameter ADDR_WIDTH = 32,
    parameter DAT_WIDTH = 32
) (
    input                           clk,
    input                           rst_n,
    input   [ADDR_WIDTH - 1 : 0]    addr,
    input   [DAT_WIDTH - 1 : 0]     wdata,
    input                           MemWrite,
    input                           MemRead,
    output  [DAT_WIDTH - 1 : 0]     rdata
);
reg [DAT_WIDTH - 1 : 0] cpu_mem [0 : 63];
always @(posedge clk or negedge rst_n) begin
    if (!rst_n) begin
        for (int i = 0; i < 64; i++) begin
            cpu_mem[i] <= i%64;
        end
    end else if (MemWrite) begin
        cpu_mem[addr%64] <= wdata;
    end
end
assign rdata = (MemRead) ? cpu_mem[addr%64] : 0;
endmodule
module Immediate_Generator#(
    parameter ADDR_WIDTH = 32
) (
    input   [ADDR_WIDTH - 1 : 0]    instruction,
    input   [6:0]                   opcode,
    output  [31:0]                  ImmExt
);
logic   [31:0]  ImmExt_reg = 0;
always @(*) begin
    case (opcode)
        7'b0010011: begin
            ImmExt_reg = {{20{instruction[31]}}, instruction[31:20]};
        end 
        7'b0000011: begin
            ImmExt_reg = {{20{instruction[31]}}, instruction[31:20]};                     
        end
        7'b0100011: begin
            ImmExt_reg = {{20{instruction[31]}}, instruction[31:25], instruction[11:7]};  
        end
        7'b1100011: begin
            ImmExt_reg = {{19{instruction[31]}}, instruction[31], instruction[7], instruction[30:25], instruction[11:8], 1'b0};  
        end
        7'b1101111: begin
            ImmExt_reg = {{12{instruction[31]}}, instruction[19:12], instruction[20], instruction[30:21], 1'b0};
        end
        default: begin
            ImmExt_reg = 32'b0;
        end
    endcase
end
assign ImmExt = ImmExt_reg;
endmodule
module Mem_Mux #(
    parameter DAT_WIDTH = 32   
) (
    input       [1:0]               sel,
    input       [DAT_WIDTH - 1 : 0] a,
    input       [DAT_WIDTH - 1 : 0] b,
    input       [DAT_WIDTH - 1 : 0] c,
    output      [DAT_WIDTH - 1 : 0] mux_o
);
assign mux_o = (sel == 2'b00) ? a : (sel == 2'b01) ? b : c;
endmodule
module Mux #(
    parameter DAT_WIDTH = 32   
) (
    input                           sel,
    input       [DAT_WIDTH - 1 : 0] a,
    input       [DAT_WIDTH - 1 : 0] b,
    output      [DAT_WIDTH - 1 : 0] mux_o
);
assign mux_o = (!sel) ? a : b;
endmodule
module Program_Counter#(
    parameter ADDR_WIDTH = 32  
) (
    input                           clk,
    input                           rst_n,
    input   [ADDR_WIDTH - 1 : 0]    PC_i,
    output  [ADDR_WIDTH - 1 : 0]    PC_o
);
logic   [ADDR_WIDTH - 1 : 0]    PC_o_reg;
always @(posedge clk or negedge rst_n) begin
    if (!rst_n) begin
        PC_o_reg <= -4;
    end else begin
        PC_o_reg <= PC_i;
    end
end 
assign PC_o = PC_o_reg;
endmodule
module Register_File #(
    parameter ADDR_WIDTH = 32,
    parameter DAT_WIDTH = 32
) (
    input                       clk,
    input                       rst_n,
    input   [4:0]               rs1,
    input   [4:0]               rs2,
    input   [4:0]               rd,
    input                       RegWrite,
    input   [DAT_WIDTH - 1 : 0] wdata,
    output  [DAT_WIDTH - 1 : 0] rdata1, 
    output  [DAT_WIDTH - 1 : 0] rdata2 
);
logic [DAT_WIDTH - 1 : 0] reg_mem [0:31];
initial begin
    reg_mem[0]  = 0;
    reg_mem[1]  = 1;
    reg_mem[2]  = 2;
    reg_mem[3]  = 3;
    reg_mem[4]  = 4;
    reg_mem[5]  = 5;
    reg_mem[6]  = 6;
    reg_mem[7]  = 7;
    reg_mem[8]  = 8;
    reg_mem[9]  = 9;
    reg_mem[10] = 10;
    reg_mem[11] = 11;
    reg_mem[12] = 12;
    reg_mem[13] = 13;
    reg_mem[14] = 14;
    reg_mem[15] = 15;
    reg_mem[16] = 16;
    reg_mem[17] = 17;
    reg_mem[18] = 18;
    reg_mem[19] = 19;
    reg_mem[20] = 20;
    reg_mem[21] = 21;
    reg_mem[22] = 22;
    reg_mem[23] = 23;
    reg_mem[24] = 24;
    reg_mem[25] = 25;
    reg_mem[26] = 26;
    reg_mem[27] = 27;
    reg_mem[28] = 28;
    reg_mem[29] = 29;
    reg_mem[30] = 30;
    reg_mem[31] = 31;
end
always @(posedge clk or negedge rst_n) begin
    if (!rst_n) begin
        for (int i = 0; i < 32; i++) begin
            reg_mem[i] <= i;
        end
    end else if (RegWrite) begin
        reg_mem[rd] <= wdata;
    end
end
assign rdata1 = reg_mem[rs1];
assign rdata2 = reg_mem[rs2];
endmodule
==> /design/flow/run.sh <==
#!/bin/bash
# OpenROAD 26Q1-2900-gdf79404cd8, Yosys 0.63+post, stock flow scripts
make -C /OpenROAD-flow-scripts/flow DESIGN_CONFIG=/design/flow/config.mk WORK_HOME=/design/flow/orfs finish
==> /design/flow/config.mk <==
export PLATFORM = sky130hd
export DESIGN_NAME = CPU_Top
export DESIGN_NICKNAME = CPU_Top
export VERILOG_FILES = /design/flow/design.v
export SDC_FILE = /design/flow/constraint.sdc
export NUM_CORES = 4
export LEC_CHECK = 1
export CORE_UTILIZATION = 30
==> /design/flow/constraint.sdc <==
current_design CPU_Top

set clk_period 27.9
set clk_io_pct 0.2

create_clock -name clk0 -period $clk_period [get_ports {clk}]

set non_clock_inputs [all_inputs -no_clocks]
set_input_delay [expr $clk_period * $clk_io_pct] -clock clk0 $non_clock_inputs
set_output_delay [expr $clk_period * $clk_io_pct] -clock clk0 [all_outputs]
==> impl_metrics.xml <==
<?xml version="1.0" encoding="UTF-8"?>
<metrics>
  <group name="grt">
    <metric name="antenna_found_initial" unit="">76</metric>
    <metric name="grt_usage" unit="%">33.5</metric>
    <metric name="grt_max_degree" unit="">122</metric>
    <metric name="grt_first_pass_wirelength" unit="mm">1080</metric>
    <metric name="number_of_global_route_vias_before_repair" unit="">128000</metric>
    <metric name="globalRoute.totalOverflow" unit="">0</metric>
  </group>
  <group name="synthesis">
    <metric name="postSynthAreaPerCell" unit="µm²">9.37</metric>
    <metric name="number_of_enable_type_register_cells_in_the_synthesized_netlist" unit="">0</metric>
    <metric name="synth-main-ff-cell" unit="">sky130_fd_sc_hd__dfrtp_1</metric>
    <metric name="post_synth_num_cell_types" unit="">95</metric>
    <metric name="synth.ff_latch_count" unit="">3104</metric>
    <metric name="synth.yosys.chip_area" unit="µm²">143000</metric>
    <metric name="synth.cell_area" unit="µm²">143000</metric>
    <metric name="post_synth_inst_count" unit="">15300</metric>
    <metric name="ys_warn_count" unit="">9</metric>
    <metric name="synth.yosys.num_cells" unit="">15300</metric>
    <metric name="synth_sequential_area_ratio" unit="%">54.5</metric>
    <metric name="synth-async-reset-ratio" unit="%">100</metric>
  </group>
  <group name="final_timing">
    <metric name="period_needed" unit="ps">23180</metric>
    <metric name="setup_tns" unit="ps">0</metric>
    <metric name="unrepaired_setup_endpoints_after_global_routing" unit="">no</metric>
    <metric name="timing_hold_violations_final" unit="">0</metric>
    <metric name="max_slew.worst_pin.slew" unit="ps">1580</metric>
    <metric name="clock_skew" unit="ps">148</metric>
    <metric name="finalSetupViolCount" unit="">0</metric>
    <metric name="finalClockPeriodUsage" unit="%">83.1</metric>
    <metric name="report.final.slew_viol_count" unit="">2</metric>
    <metric name="achievable_freq" unit="MHz">43.1</metric>
    <metric name="maxSlewHeadroom" unit="%">-6.68</metric>
  </group>
  <group name="floorplanning">
    <metric name="die_area" unit="µm²">480000</metric>
    <metric name="fp_util" unit="%">30.1</metric>
    <metric name="core" unit="µm²">475000</metric>
    <metric name="die_span_y" unit="µm">693</metric>
    <metric name="rows" unit="">253</metric>
    <metric name="io-pin-count" unit="">209</metric>
    <metric name="die_x" unit="µm">693</metric>
  </group>
  <group name="critical_path">
    <metric name="crit_arrival" unit="ps">17600</metric>
    <metric name="path_class" unit="">primary input to output pin</metric>
    <metric name="worstRegToRegCells" unit="">28</metric>
    <metric name="worst_path_maximum_fanout" unit="">50</metric>
    <metric name="setup.worst_path.start_class" unit="">primary input</metric>
    <metric name="crit_path_max_incr_delay" unit="ps">950</metric>
    <metric name="setup.reg_to_reg.worst_slack" unit="ps">17880</metric>
    <metric name="reg2reg_to" unit="">Registers.reg_mem[4][0]</metric>
    <metric name="origin_of_the_critical_flop_to_flop_path" unit="">Registers.reg_mem[24][2]</metric>
    <metric name="cp.required" unit="ps">22320</metric>
    <metric name="setup.worst_path.end_class" unit="">output pin</metric>
    <metric name="most_used_cell_cp" unit="">sky130_fd_sc_hd__buf_4</metric>
    <metric name="cpMaxStageDelayCell" unit="">sky130_fd_sc_hd__a2111oi_0</metric>
  </group>
  <group name="routing">
    <metric name="num_vias" unit="">133000</metric>
    <metric name="first_pass_iters" unit="">9</metric>
    <metric name="antenna_violating_nets_post_route" unit="">0</metric>
    <metric name="wl_per_instance" unit="µm">36.2</metric>
    <metric name="drt_iter0_markers" unit="">15300</metric>
    <metric name="remaining_drc_errors" unit="">0</metric>
    <metric name="detail_route.wirelength" unit="mm">788</metric>
    <metric name="avgViaCountPerCell" unit="">6.11</metric>
  </group>
  <group name="job">
    <metric name="drv.max_cap_violation_count" unit="">1</metric>
    <metric name="stage_log_warnings" unit="">102</metric>
  </group>
  <group name="clock_network">
    <metric name="clockRootBuffer" unit="">sky130_fd_sc_hd__clkbuf_16</metric>
    <metric name="cts_htree_levels" unit="">5</metric>
    <metric name="ctsHoldBuffers" unit="">0</metric>
    <metric name="clock_network_latency_to_the_later_pin_of_the_worst_skew_pair" unit="ps">1070</metric>
    <metric name="cts-buffers-inserted" unit="">326</metric>
    <metric name="cts_tree" unit="">done</metric>
    <metric name="clk_path_buf_depth" unit="">4</metric>
    <metric name="clock_sink_count" unit="">3104</metric>
    <metric name="ctsResizeCount" unit="">0</metric>
    <metric name="cts.repair_timing.setup_buffer_count" unit="">0</metric>
    <metric name="clkTransAtPathRegs" unit="ps">60</metric>
  </group>
  <group name="layout">
    <metric name="layout.cell_area.non_filler" unit="µm²">166000</metric>
    <metric name="syn2layout_area_growth" unit="%">15.8</metric>
    <metric name="final.fill_count" unit="">47400</metric>
    <metric name="drive_above_1_share" unit="%">12.9</metric>
    <metric name="largest_register_ffs" unit="">2048</metric>
    <metric name="register_area" unit="µm²">78100</metric>
    <metric name="mi_logic_area" unit="µm²">60700</metric>
  </group>
  <group name="status">
    <metric name="failed_checks" unit="">capacitance limit, slew limit</metric>
    <metric name="status" unit="">complete, but fails checks</metric>
  </group>
  <group name="min_path">
    <metric name="timing.hold.worst.class" unit="">register to register</metric>
    <metric name="worst_hold_path.endpoint" unit="">Data_Memory.cpu_mem[48][30]</metric>
    <metric name="holdCritStartpoint" unit="">Data_Memory.cpu_mem[48][30]</metric>
    <metric name="hold_depth" unit="">2</metric>
  </group>
  <group name="power">
    <metric name="worst_ir_drop_vdd" unit="mV">0.0482</metric>
    <metric name="leakagePower" unit="nW">70.2</metric>
    <metric name="totalPowerFinal" unit="mW">9.70</metric>
    <metric name="power_per_cell_area" unit="nW/µm²">58.5</metric>
  </group>
  <group name="place">
    <metric name="place.port_buffers" unit="">208</metric>
    <metric name="placed_area" unit="µm²">155000</metric>
    <metric name="dp_hpwl" unit="mm">512</metric>
    <metric name="finalWeightedCongestion" unit="">1.04</metric>
  </group>
</metrics>
per-stage QoR:
step                      setup WS (ps)  utilization, %  hold slack, ps  cells
after floorplan                   10070               -             441  15300
after global placement             5510            32.6             454  21100
after detailed placement           5460            32.6             464  21100
after CTS                          5420            34.9             478  21700
after global routing               4780            34.9             491  21700
final                              4720            34.9             479  21700
metal layers:
| layer | vias to the layer above | track usage, % | share of wire, % |
|---|---|---|---|
| met2 | 9881 | 44.4 | 40 |
| met5 | - | 6.59 | 0.46 |
| li1 | 54600 | - | - |
| met4 | 91 | 21.9 | 8.5 |
| met3 | 3071 | 22.0 | 17 |
| met1 | 65300 | 39.0 | 34 |
Yosys cell counts, drive strengths merged, types with 36 or more instances:
| cell | count | share of area [%] |
|---|---|---|
| inv | 191 | 0.50 |
| a22oi | 853 | 4.5 |
| or4 | 55 | 0.29 |
| dfrtp | 2802 | 49 |
| mux2 | 119 | 0.94 |
| a211oi | 42 | 0.22 |
| o22ai | 48 | 0.21 |
| a221oi | 421 | 2.6 |
| clkbuf | 1243 | 3.3 |
| nand3 | 209 | 0.73 |
| dfstp | 302 | 5.5 |
| a21o | 40 | 0.21 |
| buf | 233 | 0.82 |
| a222oi | 50 | 0.35 |
| xor2 | 36 | 0.22 |
| and3 | 82 | 0.36 |
| mux2i | 44 | 0.31 |
| nand2 | 3373 | 8.8 |
| a32oi | 43 | 0.26 |
| a21oi | 198 | 0.69 |
| a22o | 449 | 2.7 |
| nor2 | 230 | 0.60 |
| o21a | 44 | 0.23 |
| nor3 | 90 | 0.33 |
| nand4 | 324 | 1.4 |
| ha | 129 | 1.1 |
| o21ai | 3141 | 11 |
| nor4 | 73 | 0.37 |
final cells by class:
cell class              instances  area share, %
diodes                         72          0.109
clock buffers                 494           5.77
clock inverters               101          0.787
inverters                     191          0.433
multi-input cells           10500           36.6
flip-flops and latches       3104           47.1
well taps                    6375           4.81
repair buffers                899           4.42
worst max-delay path: cells and delay by family:
| kind | cells | cell delay (ps) |
|---|---|---|
| buffers and inverters | 13 | 4950 |
| AND-OR/OR-AND | 10 | 3640 |
| adder cells (fa/ha/maj) | 1 | 230 |
| AND/OR/NAND/NOR | 8 | 3070 |
cell usage in the layout (no fill, tap or decap), drive strengths merged, types with 67 or more instances in the layout:
master and instances:
a21oi 198, clkdlybuf4s50 207, clkbuf 495, nand4 324, clkinv 67, dfstp 302
dfrtp 2802, a221oi 421, o21ai 3141, a22oi 853, ha 129, nand3 209
and3 82, diode 72, a22o 449, nor3 90, buf 691, nor2 230
nor4 73, mux2 119, inv 202, nand2 3373
power breakdown:
part / leakage [nW] / total [mW] / switching (mW) / internal [mW]
Sequential: 42.3 / 4.57 / 0.0340 / 4.53
Clock: 5.33 / 4.55 / 2.00 / 2.55
Combinational: 22.6 / 0.583 / 0.438 / 0.145
worst max-delay path by stage:
stage	cells past startpoint	endpoint	start
finish	32	memory_data_o[7]	im_wdata_i[22]
CTS	32	memory_data_o[7]	im_wdata_i[22]
global route	32	memory_data_o[7]	im_wdata_i[22]
logic make-up after synthesis:
| kind of cell | synth area share, % |
|---|---|
| AND-OR/OR-AND | 24.4 |
| XOR/XNOR | 0.379 |
| adder cells (fa/ha/maj) | 1.17 |
| buffers and inverters | 4.58 |
| flip-flops | 54.5 |
| multiplexers | 1.24 |
| AND/OR/NAND/NOR | 13.7 |
No activity file was given, so power comes from the tool's default toggle rates.
